==> design/flow/config.mk <==
export PLATFORM = sky130hd
export DESIGN_NAME = SeqMultiplier
export DESIGN_NICKNAME = SeqMultiplier
export VERILOG_FILES = /design/flow/design.v
export SDC_FILE = /design/flow/constraint.sdc
export NUM_CORES = 4
export LEC_CHECK = 1
export CORE_AREA = 10 10 107 107
export DIE_AREA = 0 0 117 117
==> design/flow/constraint.sdc <==
current_design SeqMultiplier

set clk_period 8.8
set clk_io_pct 0.2

create_clock -name clk0 -period $clk_period [get_ports {clk}]

set non_clock_inputs [all_inputs -no_clocks]
set_input_delay [expr $clk_period * $clk_io_pct] -clock clk0 $non_clock_inputs
set_output_delay [expr $clk_period * $clk_io_pct] -clock clk0 [all_outputs]
==> design/flow/design.v <==
`timescale 1ns / 1ps
module SeqMultiplier(input wire clk, input wire enable,
    input wire [7:0] A, input wire [7:0] B,
    output wire [15:0] C);
    reg [15:0] prod;
    reg [7:0] mult;
    reg [3:0] counter;
    wire shift;
    assign C = prod;
    assign shift = |(counter^7);
    always @(posedge clk) begin
        if (!enable) begin
            mult <= B;
            prod <= 0;
            counter <= 0;
        end
        else begin
            mult <= mult << 1;
            prod <= (prod + (A & {8{mult[7]}})) << shift;
            counter <= counter + shift;
        end
    end
endmodule
==> design/flow/run.sh <==
#!/bin/bash
# OpenROAD 26Q1-2900-gdf79404cd8, Yosys 0.63+post, stock flow scripts
make -C /OpenROAD-flow-scripts/flow DESIGN_CONFIG=/design/flow/config.mk WORK_HOME=/design/flow/orfs finish
==> flow_metrics.env <==
# source this file to load flow results
export IMPL_outcome="finished, final reports clean"
export IMPL_dpl_instance_area_um2=2060
export IMPL_dp_worst_setup_slack_ns=4.70
export IMPL_leakagePower_nw=0.810
export IMPL_ant_nets=0
export IMPL_r2r_start="counter[2]$_SDFF_PN0_"
export IMPL_hold_start="mult[0]$_SDFF_PP0_"
export IMPL_finalCritPeriodShare_pct=43.2
export IMPL_drc=0
export IMPL_worst_slew_pin_transition_ns=0.737
export IMPL_ff_type="dfxtp_1"
export IMPL_grt_max_degree=24
export IMPL_clkSinkCount=28
export IMPL_die_x_um=117
export IMPL_cts_resized=0
export IMPL_die_height_um=117
export IMPL_viasPerCell=4.33
export IMPL_crit_fanout=5
export IMPL_core_area_um2=9200
export IMPL_cts_buffers=3
export IMPL_fin_util_pct=22.9
export IMPL_synth_seq_share_pct=34.6
export IMPL_report_power_total_uw=288
export IMPL_async_flop_share_pct=0
export IMPL_cp_data_required_time_ns=8.98
export IMPL_final_cell_area_um2=2110
export IMPL_synth_distinct_cells=43
export IMPL_antenna_found_initial=0
export IMPL_layout_top_cell="clkdlybuf4s50_1"
export IMPL_h_tree_depth=1
export IMPL_grt_ovfl_total=0
export IMPL_synth_area_per_cell_um2=8.84
export IMPL_grt_util_met1_pct=7.79
export IMPL_vias=1404
export IMPL_relSlewSlack_pct=50.8
export IMPL_worst_slack_ns=5.00
export IMPL_synthCells=183
export IMPL_clk_path_buf_depth=2
export IMPL_skew_ns=0.00563
export IMPL_avgRoutedWirePerCell_um=12.5
export IMPL_lay_top_cells="clkdlybuf4s50_1, dfxtp_1, nand2_1"
export IMPL_worst_r2r_setup_slack_ns=6.33
export IMPL_grt_use_total_pct=6.02
export IMPL_yosys_warnings=1
export IMPL_grt_busiest_layer="met2"
export IMPL_max_stage_delay_ns=0.44
export IMPL_hold_buffers=0
export IMPL_logic_area_um2=1000
export IMPL_rsz0062_at_grt="no"
export IMPL_n_antenna_cell=0
export IMPL_setup_violations=0
export IMPL_cp_slowest_cell="clkdlybuf4s50_1"
export IMPL_warning_count=25
export IMPL_max_cap_violations=0
export IMPL_whs_ns=0.463
export IMPL_grt_pass1_wl_um=6640
export IMPL_wirelength_um=4050
export IMPL_max_clock_freq_mhz=263
export IMPL_yosys_stat_area_um2=1620
export IMPL_worstPathArrival_ns=3.98
export IMPL_startpoint_type="primary input"
export IMPL_ys_cells=183
export IMPL_path_cells="clkdlybuf4s50_1, and2_1, ha_1, inv_1, fa_1, nor2b_1, o31a_2, o21ai_2, o31a_1, a2111oi_2"
export IMPL_use_met3_pct=1.75
export IMPL_fillCellCount=994
export IMPL_grt_use_met2_pct=10.0
export IMPL_place_congestion=0.841
export IMPL_drtPass1Iterations=4
export IMPL_initCoreUtil_pct=17.6
export IMPL_rr_worst_depth=6
export IMPL_layout_drive_gt1_share_pct=9.39
export IMPL_fin_setup_tns_ns=0
export IMPL_finalHoldViolations=0
export IMPL_hpwl_um=3090
export IMPL_io_pins=34
export IMPL_hold_end="mult[1]$_DFF_P_"
export IMPL_clockRootBuffer="clkbuf_8"
export IMPL_area_growth_syn_to_layout_pct=30.2
export IMPL_min_path_type="reg -> reg"
export IMPL_synth_edff_count=0
export IMPL_dpl_cell_count=321
export IMPL_critPathCaptureType="flip-flop"
export IMPL_dieArea_um2=13700
export IMPL_ir_drop_mv=0.0291
export IMPL_cts_tree="built"
export IMPL_ys_flops=28
export IMPL_r2r_end="counter[2]$_SDFF_PN0_"
export IMPL_layoutNonFillerInstCount=324
export IMPL_power_density_nw_per_um2=137
export IMPL_rows=35
export IMPL_portBuffers=33
export IMPL_syn_area_um2=1620
export IMPL_path_class="in -> reg"
export IMPL_hold_depth=1
export IMPL_clock_latency_ns=0.27
export IMPL_cts_setup_buffers=0
export IMPL_drtIter0Drc=79
export IMPL_slew_violations=0
export IMPL_path_clk_slew_ns=0.09
export IMPL_min_period_ns=3.80
export IMPL_register_area_um2=561
export IMPL_grt_pass1_vias=1333
[worst max-delay path by stage]
stage | from | end | slack, ns | cells after the start
4_1_cts | A[0] | prod[15]$_SDFF_PN0_ | 5.00 | 10
5_1_grt | A[0] | prod[15]$_SDFF_PN0_ | 4.76 | 10
6_report | A[0] | prod[15]$_SDFF_PN0_ | 5.00 | 10
[layout make-up]
cell class / instances / area share, %
clock buffer: 3 / 1.96
multi-input combinational: 142 / 47.7
sequential: 28 / 26.6
tap: 111 / 6.60
inverter: 6 / 1.07
timing repair buffer: 34 / 16.0
[report_power, final]
group	switching, mW	internal, mW	total (mW)
clock	0.0385	0.0307	0.0692
sequential	0.00795	0.138	0.146
combinational	0.0326	0.0401	0.0726
[cells by family (layout without fill, tap and decap cells)]
kind of cell / after synthesis / count (layout) / synth area share [%]
AND-OR/OR-AND: 45 / 45 / 19.7
XOR/XNOR: 9 / 9 / 4.87
adder cells (fa/ha/maj): 11 / 11 / 8.97
buffers and inverters: 13 / 43 / 3.25
flip-flops: 28 / 28 / 34.6
multiplexers: 10 / 10 / 6.73
AND/OR/NAND/NOR: 67 / 67 / 21.8
[synth_stat cells, types with 2 or more instances]
cell type / n / area, µm²
a211oi_1: 2 / 15.0
buf_2: 3 / 15.0
nand2_1: 16 / 60.1
o21ai_0: 8 / 40.0
nand4_1: 5 / 31.3
mux2i_1: 3 / 30.0
dfxtp_1: 28 / 561
o211ai_1: 4 / 30.0
a2111oi_2: 2 / 30.0
mux2_2: 7 / 78.8
clkbuf_1: 3 / 11.3
nand3_1: 7 / 35.0
nand2b_1: 3 / 18.8
nor3_1: 2 / 10.0
inv_1: 6 / 22.5
nor2_1: 10 / 37.5
or3_1: 6 / 37.5
o21a_1: 2 / 15.0
xnor2_1: 4 / 35.0
and3_1: 4 / 25.0
o21ai_1: 2 / 10.0
a21o_1: 3 / 22.5
xor2_1: 5 / 43.8
a21oi_1: 11 / 55.1
nor2b_1: 2 / 12.5
ha_1: 10 / 125
and2_1: 9 / 56.3
[layer usage]
| layer | wire length, µm | up-vias |
|---|---|---|
| met5 | 0 | - |
| met2 | 1890 | 27 |
| li1 | - | 723 |
| met3 | 321 | 2 |
| met4 | 34 | 0 |
| met1 | 1810 | 652 |
[critical path, delay by kind of cell]
kind                       cells  cell delay [ns]
and+or+nand+nor                2             0.28
adders and majority gates      2             0.58
buffers and inverters          2             0.50
AOI/OAI and AO/OA              4             0.85
[state kept, by name, indices dropped and copies added, names as in the netlist]
name / cells
counter: 4
mult: 8
prod: 16
