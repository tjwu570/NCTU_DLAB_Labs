==> /design/flow/design.v <==
`timescale 1ns / 1ps
module lab6(
 input  clk,
 input  reset_n,
 input  [3:0] usr_btn,
 output [3:0] usr_led,
 input  uart_rx,
 output uart_tx
);
localparam [2:0] S_MAIN_INIT = 0, S_MAIN_PROMPT = 1,
                S_MAIN_READ_NUM = 2, S_MAIN_PROMPT2 = 3,
                S_MAIN_READ_NUM2 = 4, S_MAIN_REPLY = 5;
localparam [1:0] S_UART_IDLE = 0, S_UART_WAIT = 1,
                S_UART_SEND = 2, S_UART_INCR = 3;
localparam INIT_DELAY = 100_000;  
localparam PROMPT_STR = 0;   
localparam PROMPT_LEN = 35;  
localparam PROMPT_STR2 = 35;   
localparam PROMPT_LEN2 = 36;  
localparam REPLY_STR  = 71;  
localparam REPLY_LEN  = 37;  
localparam MEM_SIZE   = PROMPT_LEN+PROMPT_LEN2+REPLY_LEN;
wire enter_pressed;
wire print_enable, print_done;
reg [$clog2(MEM_SIZE):0] send_counter;
reg [2:0] P, P_next;
reg [1:0] Q, Q_next;
reg [$clog2(INIT_DELAY):0] init_counter;
reg [7:0] data[0:MEM_SIZE-1];   
reg  [0:PROMPT_LEN*8-1] msg1 = { "\015\012Enter the first decimal number: ", 8'h00 };
reg  [0:PROMPT_LEN2*8-1] msg2 = { "\015\012Enter the second decimal number: ", 8'h00 };
reg  [0:REPLY_LEN*8-1]  msg3 = { "\015\012The integer quotient is: 0x0000.\015\012", 8'h00 };
reg  [15:0] dividend, divisor, num_reg;   
reg  [2:0]  key_cnt;   
reg  [15:0] ans = 16'd0, R = 16'd0;
wire transmit;
wire received;
wire [7:0] rx_byte;
reg  [7:0] rx_temp;   
wire [7:0] tx_byte;
wire [7:0] echo_key;  
wire is_num_key;
wire is_receiving;
wire is_transmitting;
wire recv_error;
uart uart(
 .clk(clk),
 .rst(~reset_n),
 .rx(uart_rx),
 .tx(uart_tx),
 .transmit(transmit),
 .tx_byte(tx_byte),
 .received(received),
 .rx_byte(rx_byte),
 .is_receiving(is_receiving),
 .is_transmitting(is_transmitting),
 .recv_error(recv_error)
);
integer idx, flag;
always @(posedge clk) begin
 if (~reset_n) begin
   for (idx = 0; idx < PROMPT_LEN; idx = idx + 1) data[idx] = msg1[idx*8 +: 8];  
   for (idx = 0; idx < PROMPT_LEN2; idx = idx + 1) data[idx+PROMPT_LEN] = msg2[idx*8 +: 8];   
   for (idx = 0; idx < REPLY_LEN; idx = idx + 1) data[idx+PROMPT_LEN+PROMPT_LEN2] = msg3[idx*8 +: 8];  
 end
 else if (P == S_MAIN_REPLY) begin
   ans = 0;
   R = 0;
   for (idx = 15; idx >= 0; idx = idx - 1) begin
       R = R << 1;
       R[0] = dividend[idx];
       if (R >= divisor) begin
           R = R - divisor;
           ans[idx] = 1;
       end
   end
       data[REPLY_STR+29] <= ((ans[15:12] > 9)? "7" : "0") + ans[15:12];
       data[REPLY_STR+30] <= ((ans[11: 8] > 9)? "7" : "0") + ans[11: 8];
       data[REPLY_STR+31] <= ((ans[ 7: 4] > 9)? "7" : "0") + ans[ 7: 4];
       data[REPLY_STR+32] <= ((ans[ 3: 0] > 9)? "7" : "0") + ans[ 3: 0];
 end
end
assign usr_led = usr_btn;
assign enter_pressed = (rx_temp == 8'h0D);  
always @(posedge clk) begin
 if (~reset_n) P <= S_MAIN_INIT;
 else P <= P_next;
end
always @(*) begin  
 case (P)
   S_MAIN_INIT:  
    if (init_counter < INIT_DELAY) P_next = S_MAIN_INIT;
   else P_next = S_MAIN_PROMPT;
   S_MAIN_PROMPT:  
     if (print_done) P_next = S_MAIN_READ_NUM;
     else P_next = S_MAIN_PROMPT;
   S_MAIN_READ_NUM:  
     if (enter_pressed) P_next = S_MAIN_PROMPT2;
     else P_next = S_MAIN_READ_NUM;
   S_MAIN_PROMPT2:  
     if (print_done) P_next = S_MAIN_READ_NUM2;
     else P_next = S_MAIN_PROMPT2;
   S_MAIN_READ_NUM2:  
     if (enter_pressed) P_next = S_MAIN_REPLY;
     else P_next = S_MAIN_READ_NUM2;
   S_MAIN_REPLY:  
     if (print_done) P_next = S_MAIN_INIT;
     else P_next = S_MAIN_REPLY;
 endcase
end
assign print_enable = (P != S_MAIN_PROMPT && P_next == S_MAIN_PROMPT) || (P != S_MAIN_PROMPT2 && P_next == S_MAIN_PROMPT2) ||
                 (P == S_MAIN_REPLY && P_next == S_MAIN_REPLY);
assign print_done = (tx_byte == 8'h0);
always @(posedge clk) begin
 if (P == S_MAIN_INIT) init_counter <= init_counter + 1;
 else init_counter <= 0;
end
always @(posedge clk) begin
 if (~reset_n) Q <= S_UART_IDLE;
 else Q <= Q_next;
end
always @(*) begin  
 case (Q)
   S_UART_IDLE:  
     if (print_enable) Q_next = S_UART_WAIT;
     else Q_next = S_UART_IDLE;
   S_UART_WAIT:  
     if (is_transmitting == 1) Q_next = S_UART_SEND;
     else Q_next = S_UART_WAIT;
   S_UART_SEND:  
     if (is_transmitting == 0) Q_next = S_UART_INCR;  
     else Q_next = S_UART_SEND;
   S_UART_INCR:
     if (tx_byte == 8'h0) Q_next = S_UART_IDLE;  
     else Q_next = S_UART_WAIT;
 endcase
end
assign transmit = (Q_next == S_UART_WAIT ||
                 (P == S_MAIN_READ_NUM && received) ||  (P == S_MAIN_READ_NUM2 && received) ||
                  print_enable);
assign is_num_key = (rx_byte > 8'h2F) && (rx_byte < 8'h3A) && (key_cnt < 5);
assign echo_key = (is_num_key || rx_byte == 8'h0D)? rx_byte : 0;
assign tx_byte  = (((P == S_MAIN_READ_NUM) && received) || ((P == S_MAIN_READ_NUM2) && received)) ? echo_key : data[send_counter];
always @(posedge clk) begin
 case (P_next)
   S_MAIN_INIT: send_counter <= PROMPT_STR;
   S_MAIN_READ_NUM: send_counter <= PROMPT_STR2;
   S_MAIN_READ_NUM2: send_counter <= REPLY_STR;
   default: send_counter <= send_counter + (Q_next == S_UART_INCR);
 endcase
end
always @(posedge clk) begin
 if (~reset_n || (P == S_MAIN_INIT || P == S_MAIN_PROMPT || P == S_MAIN_PROMPT2)) key_cnt <= 0; 
 else if (received && is_num_key) key_cnt <= key_cnt + 1;
end
always @(posedge clk)begin
 if (~reset_n) begin
   num_reg = 0;
 end
 else if (P == S_MAIN_INIT || P == S_MAIN_PROMPT || P == S_MAIN_PROMPT2) begin
   num_reg <= 0;
 end
 else if (received && is_num_key) num_reg <= (num_reg * 10) + (rx_byte - 48);
end
always @(posedge clk) begin
   if(P == S_MAIN_READ_NUM && P_next == S_MAIN_PROMPT2) dividend = num_reg;
   else if(P == S_MAIN_READ_NUM2 && P_next == S_MAIN_REPLY) divisor = num_reg;
end
always @(posedge clk) begin
 rx_temp <= (received)? rx_byte : 8'h0;
end
endmodule
`timescale 1ns / 1ps
module uart(
    input clk,  
    input rst,  
    input rx,   
    output tx,  
    input transmit,          
    input [7:0] tx_byte,     
    output received,         
    output [7:0] rx_byte,    
    output is_receiving,     
    output is_transmitting,  
    output recv_error        
    );
parameter CLOCK_DIVIDE = 651;  
parameter RX_IDLE = 0;
parameter RX_CHECK_START = 1;
parameter RX_READ_BITS = 2;
parameter RX_CHECK_STOP = 3;
parameter RX_DELAY_RESTART = 4;
parameter RX_ERROR = 5;
parameter RX_RECEIVED = 6;
parameter TX_IDLE = 0;
parameter TX_SENDING = 1;
parameter TX_DELAY_RESTART = 2;
reg [10:0] rx_clk_divider = CLOCK_DIVIDE;
reg [10:0] tx_clk_divider = CLOCK_DIVIDE;
reg       rx_ff;
reg [2:0] recv_state = RX_IDLE;
reg [5:0] rx_countdown;
reg [3:0] rx_bits_remaining;
reg [7:0] rx_data;
reg tx_out = 1;
reg [1:0] tx_state = TX_IDLE;
reg [5:0] tx_countdown;
reg [3:0] tx_bits_remaining;
reg [7:0] tx_data;
assign received = (recv_state == RX_RECEIVED);
assign recv_error = (recv_state == RX_ERROR);
assign is_receiving = (recv_state != RX_IDLE);
assign rx_byte = rx_data;
assign tx = tx_out;
assign is_transmitting = tx_state != TX_IDLE;
always @(posedge clk) begin
  if (rst) begin
    recv_state = RX_IDLE;
    tx_state = TX_IDLE;
  end
  else begin
    rx_ff <= rx;
  end
  rx_clk_divider = rx_clk_divider - 1;
  if (!rx_clk_divider) begin
    rx_clk_divider = CLOCK_DIVIDE;
    rx_countdown = rx_countdown - 1;
  end
  tx_clk_divider = tx_clk_divider - 1;
  if (!tx_clk_divider) begin
    tx_clk_divider = CLOCK_DIVIDE;
    tx_countdown = tx_countdown - 1;
  end
  case (recv_state)
    RX_IDLE: begin
      if (!rx_ff) begin
        rx_clk_divider = CLOCK_DIVIDE;
        rx_countdown = 8;
        recv_state = RX_CHECK_START;
      end
    end
    RX_CHECK_START: begin
      if (!rx_countdown) begin
        if (!rx_ff) begin
          rx_countdown = 16;
          rx_bits_remaining = 8;
          recv_state = RX_READ_BITS;
        end else begin
          recv_state = RX_ERROR;
        end
      end
    end
    RX_READ_BITS: begin
      if (!rx_countdown) begin
        rx_data = {rx_ff, rx_data[7:1]};
        rx_countdown = 16;
        rx_bits_remaining = rx_bits_remaining - 1;
        recv_state = rx_bits_remaining ? RX_READ_BITS : RX_CHECK_STOP;
      end
    end
    RX_CHECK_STOP: begin
      if (!rx_countdown) begin
        recv_state = rx_ff ? RX_RECEIVED : RX_ERROR;
      end
    end
    RX_DELAY_RESTART: begin
      recv_state = rx_countdown ? RX_DELAY_RESTART : RX_IDLE;
    end
    RX_ERROR: begin
      rx_countdown = 32;
      recv_state = RX_DELAY_RESTART;
    end
    RX_RECEIVED: begin
      recv_state = RX_IDLE;
    end
    default: recv_state = RX_IDLE;
  endcase
  case (tx_state)
    TX_IDLE: begin
      if (transmit) begin
        tx_data = tx_byte;
        tx_clk_divider = CLOCK_DIVIDE;
        tx_countdown = 16;
        tx_out = 0;
        tx_bits_remaining = 8;
        tx_state = TX_SENDING;
      end
    end
    TX_SENDING: begin
      if (!tx_countdown) begin
        if (tx_bits_remaining) begin
          tx_bits_remaining = tx_bits_remaining - 1;
          tx_out = tx_data[0];
          tx_data = {1'b0, tx_data[7:1]};
          tx_countdown = 16;
          tx_state = TX_SENDING;
        end else begin
          tx_out = 1;
          tx_countdown = 32;
          tx_state = TX_DELAY_RESTART;
        end
      end
    end
    TX_DELAY_RESTART: begin
      tx_state = tx_countdown ? TX_DELAY_RESTART : TX_IDLE;
    end
    default: tx_state = TX_IDLE;
  endcase
end
endmodule
==> /design/flow/run.sh <==
#!/bin/bash
# OpenROAD 26Q1-2900-gdf79404cd8, Yosys 0.63+post, stock flow scripts
make -C /OpenROAD-flow-scripts/flow DESIGN_CONFIG=/design/flow/config.mk WORK_HOME=/design/flow/orfs finish
==> /design/flow/config.mk <==
export PLATFORM = sky130hd
export DESIGN_NAME = lab6
export DESIGN_NICKNAME = lab6
export VERILOG_FILES = /design/flow/design.v
export SDC_FILE = /design/flow/constraint.sdc
export NUM_CORES = 4
export LEC_CHECK = 1
export CORE_UTILIZATION = 30
==> /design/flow/constraint.sdc <==
current_design lab6

set clk_period 48.8
set clk_io_pct 0.2

create_clock -name clk0 -period $clk_period [get_ports {clk}]

set non_clock_inputs [all_inputs -no_clocks]
set_input_delay [expr $clk_period * $clk_io_pct] -clock clk0 $non_clock_inputs
set_output_delay [expr $clk_period * $clk_io_pct] -clock clk0 [all_outputs]
==> impl_metrics.env <==
# physical design summary
export IMPL_yosysWarnings=3
export IMPL_ctsHoldBuffers=0
export IMPL_insertedDiodeCount=0
export IMPL_largest_register_ffs=28
export IMPL_status="finished, final reports clean"
export IMPL_crit_type="reg -> reg"
export IMPL_ys_ff=187
export IMPL_ys_sh_aoi=0.246
export IMPL_cts_buffers=17
export IMPL_critPathLaunchType="flop"
export IMPL_cpPeakStageDelay_ps=750
export IMPL_clk_pin_slew_worst_paths_ps=80
export IMPL_rsz0062_at_grt="false"
export IMPL_yosysChipArea_mm2=0.0240
export IMPL_area_leaders="ha_1 16%, dfxtp_1 11%, edfxtp_1 7.3%, xnor2_1 5.2%, a21oi_1 5.2%"
export IMPL_grt_pass1_vias=21284
export IMPL_simple_gate_share=0.239
export IMPL_postCtsSetupBuffers=0
export IMPL_regMostFlops="data"
export IMPL_rrSetupSlack_ps=7950
export IMPL_cellLeakagePower_uw=0.0112
export IMPL_place_congestion=0.970
export IMPL_warnings=29
export IMPL_fp_dieArea_mm2=0.0810
export IMPL_vias=22712
export IMPL_synth_avg_cell_area_um2=7.60
export IMPL_synth_area_leader_cell="ha_1"
export IMPL_cp_slowest_cell="clkinv_1"
export IMPL_drive_gt1_frac=0.0593
export IMPL_grt_usage=0.179
export IMPL_fmaxAchievable_ghz=0.0245
export IMPL_cp_data_required_time_ps=49180
export IMPL_cellPowerDensity_mw_per_mm2=13.0
export IMPL_syn2layout_area_growth_pct=7.72
export IMPL_clock_latency_ps=450
export IMPL_htreeDepth=4
export IMPL_ctsResizeCount=0
export IMPL_hold_viol_final=0
export IMPL_drv_slew=0
export IMPL_maxCapViolCount=0
export IMPL_period_used=0.837
export IMPL_synth_async_sr_flop_share=0
export IMPL_dp_hpwl_mm=54.7
export IMPL_rows=103
export IMPL_adder_share=0.173
export IMPL_final_min_clock_period_ps=40850
export IMPL_untimed_endpoints=3
export IMPL_relSlewSlack=0.429
export IMPL_biggestRegsByFlops="data (28), init_counter (18)"
export IMPL_seqCellArea_mm2=0.00431
export IMPL_comb_area_mm2=0.0186
export IMPL_fp_util=0.303
export IMPL_finalClockSkew_ps=22.0
export IMPL_mux_share=0.0321
export IMPL_syn_area_mm2=0.0240
export IMPL_drt_wl_total_mm=72.0
export IMPL_viasPerCell=5.45
export IMPL_arrival_ps=41220
export IMPL_die_w_um=285
export IMPL_worst_slew_pin_slew_ps=854
export IMPL_grt_max_degree=62
export IMPL_irDropWorstVdd_mv=0.0283
export IMPL_hold_path_class="reg -> reg"
export IMPL_core_region_area_mm2=0.0790
export IMPL_dr_pass1_iters=5
export IMPL_die_height_um=285
export IMPL_post_synth_top_area_fraction=0.157
export IMPL_grt_pass1_wl_mm=115
export IMPL_syn_inst=3153
export IMPL_wire_per_inst_um=17.3
export IMPL_cts_buffer_depth=2
export IMPL_io_pins=12
export IMPL_final_cell_area_mm2=0.0258
export IMPL_crit_path_max_fanout=26
export IMPL_route_detailed_drc=0
export IMPL_antenna_found_initial=0
export IMPL_placed_area_mm2=0.0252
export IMPL_logic_family="AND-OR/OR-AND gates"
export IMPL_ant_nets=0
export IMPL_root_buffer="clkbuf_16"
export IMPL_crit_path_end_kind="flop"
export IMPL_overflow=0
export IMPL_hold_ws_ps=456
export IMPL_drt_iter0_markers=1616
export IMPL_cts_tree="yes"
export IMPL_finalSetupTns_ps=0
export IMPL_ff_type="dfxtp_1"
export IMPL_ys_types=99
export IMPL_ys_cells=3153
export IMPL_port_buffer_count=3
export IMPL_fillers=8339
export IMPL_total_power_uw=336
export IMPL_synth_edff_count=58
export IMPL_synth_xor_xnor_area_share=0.0837
export IMPL_setup_viol=0
export IMPL_unclocked_regs=3
==> area by class of cell <==
type                       instances  share of cell area
sequential                       187               0.167
clock inverter                    15             0.00621
multi-input combinational       2687               0.721
inverter                         167              0.0243
timing repair buffer              47              0.0140
clock buffer                      17              0.0165
tap                             1050              0.0509
==> per-stage QoR <==
stage	setup slack, ps	std cells	util
after floorplan	14210	3153	-
after global placement	9430	4138	0.319
after detailed placement	8740	4138	0.319
after CTS	8600	4170	0.327
after global routing	4790	4170	0.327
final	7950	4170	0.327
==> critical path, delay by kind of cell (launching register included) <==
family / cells / cell delay (ps)
compound gates: 74 / 18420
xor+xnor: 1 / 220
fa+ha+maj: 18 / 6140
buf+inv: 14 / 4420
flops: 1 / 360
mux: 1 / 440
simple gates: 41 / 10610
==> power breakdown <==
| group | total, uW | switching (uW) | internal (uW) |
|---|---|---|---|
| logic | 24.1 | 11.9 | 12.1 |
| clock network | 137 | 64.9 | 72.3 |
| registers | 175 | 9.85 | 165 |
==> cells in the mapped netlist, types with 14 or more instances <==
library cell / instances
and2_1: 32
o31ai_1: 22
nor4_1: 26
dfxtp_1: 126
nand3_1: 62
nand2b_1: 45
xnor2_1: 142
nand2_1: 287
inv_1: 158
a31oi_1: 36
o21ai_0: 190
and3_1: 39
xor2_1: 87
a22oi_1: 14
or3_1: 44
clkbuf_1: 77
o21ai_1: 15
a21boi_0: 19
o21bai_1: 16
ha_1: 300
nor2b_1: 55
mux2i_1: 24
a21o_1: 86
o211ai_1: 24
a211oi_1: 18
nand4_1: 46
edfxtp_1: 58
buf_2: 18
mux2_2: 43
nor2_1: 324
o21a_1: 51
nor3_1: 106
or2_2: 22
a21oi_1: 247
fa_1: 20
==> cell usage in the layout, fill, tap and decap left out, drive strengths merged, types with 16 or more instances in the layout <==
master / count
nand3: 62
o21ai: 205
or2: 23
and2: 33
clkbuf: 17
dfxtp: 126
and3: 39
mux2i: 24
o21a: 51
nor4: 29
nand4: 46
a31oi: 37
o211ai: 24
nand2: 287
xor2: 87
nor2b: 55
o31ai: 25
edfxtp: 58
inv: 166
a21o: 86
a21oi: 248
nand2b: 45
fa: 20
o21bai: 16
nor3: 107
ha: 300
a211oi: 19
a21boi: 23
or3: 44
xnor2: 142
mux2: 43
nor2: 325
buf: 44
==> routing by layer <==
layer	routed length, um	global-route usage	up-vias
li1	-	-	11433
met2	31800	0.278	637
met5	0	0	-
met4	1640	0.0348	0
met3	4540	0.0278	98
met1	34000	0.264	10544
==> kinds of logic (layout without fill, tap and decap cells) <==
logic type | Yosys count | count (layout)
multiplexers | 69 | 69
latches | 3 | 3
AND/OR/NAND/NOR | 1165 | 1165
adder cells (fa/ha/maj) | 320 | 320
AND-OR/OR-AND | 903 | 903
buffers and inverters | 279 | 246
other | 1 | 1
XOR/XNOR | 229 | 229
flip-flops | 184 | 184
==> final timing paths <==
path / startpoint / endpoint / cells past startpoint
worst max-delay path: divisor[0] / data[103][2] / 149
worst min-delay path: num_reg[15] / divisor[15] / 0
worst max register to register: divisor[0] / data[103][2] / 149
worst min register to register: num_reg[15] / divisor[15] / 0
Power is estimated from default activity; no workload was simulated.
